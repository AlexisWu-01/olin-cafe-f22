--- flow/design.v ---
`timescale 1ns/1ps
module decoder_3_to_8(ena, in, out);
  input wire ena;
  input wire [2:0] in;
  output logic [7:0] out;
always_comb begin
  out[0] = ena & ~in[2] & ~in[1] & ~in[0];
  out[1] = ena & ~in[2] & ~in[1] & in[0];
  out[2] = ena & ~in[2] & in[1] & ~in[0];
  out[3] = ena & ~in[2] & in[1] & in[0];
  out[4] = ena & in[2] & ~in[1] & ~in[0];
  out[5] = ena & in[2] & ~in[1] & in[0];
  out[6] = ena & in[2] & in[1] & ~in[0];
  out[7] = ena & in[2] & in[1] & in[0];
end
endmodule
`default_nettype none
`timescale 1ns/1ps
module led_array_driver(ena, x, cells, rows, cols);
parameter N=8;  
parameter ROWS=N;
parameter COLS=N;
input wire ena;
input wire [$clog2(N)-1:0] x;
input wire [N*N-1:0] cells;
output logic [N-1:0] rows;
output logic [N-1:0] cols;
initial begin
  if ((N <= 0) || (N > 8)) begin
    $error("N must be within 0 and 8.");
  end
  if (ROWS != COLS) begin
    $error("Non square led arrays are not supported. (%dx%d)", ROWS, COLS);
  end
  if (ROWS < N) begin
    $error("ROWS/COLS must be >= than the size of the Conway Grid.");
  end
end
wire [N-1:0] x_decoded;
decoder_3_to_8 COL_DECODER(
  .ena(ena),
  .in(x),
  .out(x_decoded)
);
always_comb cols = x_decoded;  
generate
genvar i;
for(i = 0; i < N; i = i + 1) begin : row_decoders
  always_comb begin
    rows[i] = ~|(cells[(i+1)*N-1:i*N] & x_decoded);
  end
end
endgenerate
endmodule
--- flow/constraint.sdc ---
current_design led_array_driver

set clk_period 2.4
set clk_io_pct 0.2

create_clock -name clk0 -period $clk_period

set non_clock_inputs [all_inputs -no_clocks]
set_input_delay [expr $clk_period * $clk_io_pct] -clock clk0 $non_clock_inputs
set_output_delay [expr $clk_period * $clk_io_pct] -clock clk0 [all_outputs]
--- flow/run.sh ---
#!/bin/bash
# OpenROAD 26Q1-2900-gdf79404cd8, Yosys 0.63+post, stock flow scripts
make -C /OpenROAD-flow-scripts/flow DESIGN_CONFIG=/design/flow/config.mk WORK_HOME=/design/flow/orfs finish
--- flow/config.mk ---
export PLATFORM = sky130hd
export DESIGN_NAME = led_array_driver
export DESIGN_NICKNAME = led_array_driver
export VERILOG_FILES = /design/flow/design.v
export SDC_FILE = /design/flow/constraint.sdc
export NUM_CORES = 4
export LEC_CHECK = 1
export CORE_AREA = 10 10 72 72
export DIE_AREA = 0 0 82 82
==> flow_metrics.py <==
# Auto-generated metrics
metrics = {
    "worst_setup_path": {
        "cp.arrival_ns": 1.81,
        "cp.required_ns": 1.92,
        "critical_path.max_fanout": 5,
        "cp-end-kind": "output port",
        "crit_type": "in2out",
        "cp-start-kind": "input port",
    },
    "final_timing": {
        "fin_crit_ns": 2.295,
        "tightest_slew_ns": 0.1440,
        "worst_slack_ns": 0.1054,
        "setup_viol": 0,
        "finalMaxSlewViolations": 0,
        "tns_ns": 0,
        "fmax_mhz": 435.8,
        "hold_viol": 0,
        "rsz0062_at_grt": "no",
        "min_period_over_period_pct": 95.61,
        "slew_headroom_pct": 90.33,
    },
    "detailed_routing": {
        "ant_nets": 0,
        "vias": 762,
        "drtIter0Drc": 17,
        "drc_errors": 0,
        "wire_per_inst_microns": 17.66,
        "vias_per_cell": 4.210,
        "dr.pass1.iters": 2,
        "diodes": 0,
        "wirelength_microns": 3196,
    },
    "final_layout": {
        "flop-count": 0,
        "stdcell_count": 181,
        "final_cell_area_sq_um": 1550,
        "clkbuf_count": 0,
        "drive_gt1_share_pct": 24.81,
        "fin_util_pct": 42.03,
        "flop_area_sq_um": 0,
        "area_delta_synth_final_pct": 195.0,
        "fillers": 348,
    },
    "yosys": {
        "synth_area_sq_um": 525.5,
        "ys_warn_count": 2,
        "yosysTopAreaCell": "mux4_2",
        "yosys_cells": 45,
        "yosysMostFrequentCell": "mux4_2",
        "synthDistinctLibCells": 11,
        "synthTopCellsByArea": "mux4_2, a22oi_1, nor2_1",
        "synth_seq_share_pct": 0,
        "syn_area_per_cell_sq_um": 11.68,
        "netlist.area_leader.share_pct": 68.57,
        "ys_chip_area_sq_um": 525.5,
        "netlist_instances": 45,
        "common_cells": "mux4_2, a22oi_1, nor2_1",
    },
    "place": {
        "dpl_cell_area_sq_um": 1490,
        "port_buffers": 84,
        "dp.cells": 179,
        "dp_slack_ns": -0.5056,
        "gp_congestion": 0.8153,
        "dp_hpwl_microns": 2828,
    },
    "global_route": {
        "overflow": 0,
        "groute.usage.overall_pct": 9.091,
        "antenna_found_initial": 0,
        "grt_max_degree": 15,
        "grt_pass1_wl_microns": 4733,
        "grt_pass1_vias": 928,
    },
    "job": {
        "tool_warnings": 32,
        "maxCapViolCount": 0,
    },
    "min_path": {
        "holdPathEnd": "rows[6]",
        "hold_path.class": "in2out",
        "hold_depth": 5,
        "hold_start": "x[1]",
    },
    "die": {
        "fp-utilization_pct": 14.25,
        "fp.dieW_microns": 82,
        "chipArea_sq_um": 6724,
        "ioPinCount": 84,
        "core_sq_um": 3689,
        "die_y_microns": 82,
        "row_count": 22,
    },
    "power": {
        "seq_power_share_pct": 0,
        "clockPowerShare_pct": 0,
        "power.density_nw_per_um2": 161.8,
        "p_leak_nw": 0.5463,
        "sw_frac_of_total_pct": 24.77,
        "p_sw_mw": 0.06212,
        "ir_drop_uv": 66.87,
        "p_int_mw": 0.1887,
        "power.share.combinational_pct": 100.0,
    },
    "run_status": {
        "status": "complete, no violations",
    },
}
through the flow:
step,hold WS [ns],power (mW)
CTS,1.748,0.2554
finish,1.728,0.2508
global placement,2.047,0.2435
global route,1.770,0.2687
detailed placement,2.047,0.2449
floorplan,0.9763,0.07627
per-layer routing:
metal | GRT usage (%) | vias up | wire (microns)
met4 | 0 | 0 | 0
met5 | 0 | - | 0
met2 | 16.14 | 40 | 1637
met1 | 11.07 | 350 | 1244
li1 | - | 372 | -
met3 | 3.194 | 0 | 314
repair_timing:
action                     in CTS  in global routing
buffers inserted                1                  0
gates resized                  21                  0
hold buffers                    0                  0
setup endpoints to repair      10                  0
power groups by stage:
stage	Combinational [mW]	Clock, mW	Sequential [mW]
4_1_cts	0.255	0	0
5_1_grt	0.269	0	0
6_report	0.251	0	0
layout make-up:
| type | instances | area (sq um) | area share (%) |
|---|---|---|---|
| tap | 48 | 60.06 | 3.874 |
| timing repair buffer | 94 | 968.4 | 62.47 |
| multi-input combinational | 39 | 521.8 | 33.66 |
worst max path at each step:
stage     start  endpoint
4_1_cts    x[0]   cols[2]
5_1_grt    x[0]   cols[6]
6_report   x[0]   cols[6]
layout by cell type (no fill, tap or decap):
cell type,instances
a22oi_1,2
nand2b_1,3
mux4_2,16
nor2b_1,1
and2_1,1
a22oi_2,6
buf_4,6
clkdlybuf4s50_1,74
nand2_1,2
bufbuf_16,1
nor3_1,2
dlygate4sd2_1,9
nor2_1,6
buf_6,1
buf_12,3
cells by family (layout without fill, tap and decap cells):
kind of cell    count (synthesis)  in the layout  share of synthesized area, %
mux                            16             16                         68.57
simple gates                   15             15                         13.57
compound gates                  8              8                         11.43
buf+inv                         6             94                         6.428
critical path: stages:
cell	delay, ns
clkdlybuf4s50_1	0.44
buf_4	0.16
nand2b_1	0.15
nor2_1	0.11
clkdlybuf4s50_1	0.47
Power figures rest on the tool's default switching activity, not on a simulated workload.
