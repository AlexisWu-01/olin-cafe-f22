## ./design.v

```verilog
module comparator_eq(a, b, out);
parameter N = 32;
input wire signed [N-1:0] a, b;
output logic out;
wire c1,c2,c3,c4;
comparator_eq_8bit comp_1(
    .a (a[7:0]),
    .b (b[7:0]),
    .out(c1)
);
comparator_eq_8bit comp_2(
    .a (a[15:8]),
    .b (b[15:8]),
    .out(c2)
);
comparator_eq_8bit comp_3(
    .a (a[23:16]),
    .b (b[34:16]),
    .out(c3)
);
comparator_eq_8bit comp_4(
    .a (a[31:24]),
    .b (b[31:24]),
    .out(c4)
);
always_comb out = c1 & c2 & c3 & c4;
endmodule
module comparator_eq_8bit(a,b,out);
    input wire [7:0] a,b;
    output logic out;
    logic [7:0] c;
    generate
        genvar i;
        for (i=0; i<8; i++) begin
           always_comb c[i] = ~ (a[i] ^ b[i]);
        end
    endgenerate
    always_comb out = c[0] & c[1] & c[2] & c[3] & c[4] & c[5] & c[6] & c[7];
endmodule
```

## ./run.sh

```bash
#!/bin/bash
# OpenROAD 26Q1-2900-gdf79404cd8, Yosys 0.63+post, stock flow scripts
make -C /OpenROAD-flow-scripts/flow DESIGN_CONFIG=/design/flow/config.mk WORK_HOME=/design/flow/orfs finish
```

## ./config.mk

```make
export PLATFORM = sky130hd
export DESIGN_NAME = comparator_eq
export DESIGN_NICKNAME = comparator_eq
export VERILOG_FILES = /design/flow/design.v
export SDC_FILE = /design/flow/constraint.sdc
export NUM_CORES = 4
export LEC_CHECK = 1
export CORE_AREA = 10 10 70 70
export DIE_AREA = 0 0 80 80
```

## ./constraint.sdc

```tcl
current_design comparator_eq

set clk_period 1.3
set clk_io_pct 0.2

create_clock -name clk0 -period $clk_period

set non_clock_inputs [all_inputs -no_clocks]
set_input_delay [expr $clk_period * $clk_io_pct] -clock clk0 $non_clock_inputs
set_output_delay [expr $clk_period * $clk_io_pct] -clock clk0 [all_outputs]
```

==> flow_metrics.env <==
# source this file to load flow results
export IMPL_seq_area_um2=0
export IMPL_drc=0
export IMPL_dr_pass1_iters=1
export IMPL_worst_setup_path_type="input port to output port"
export IMPL_fin_crit_ps=1472
export IMPL_port_buffers=65
export IMPL_drtIter0Drc=0
export IMPL_arrival_ps=1210
export IMPL_ys_cells=43
export IMPL_swShare=0.3837
export IMPL_grt_pass1_wl_um=3105
export IMPL_worstMarginPinSlew_ps=285.0
export IMPL_rsz0062_at_grt="true"
export IMPL_syn2layout_area_growth_pct=144.4
export IMPL_grt_pass1_vias=648
export IMPL_ios=65
export IMPL_worst_slack_ps=-172.1
export IMPL_rows=21
export IMPL_min_period_over_period=1.132
export IMPL_crit_fanout=1
export IMPL_gp_congestion=0.8620
export IMPL_synth_cells=43
export IMPL_power_density_mw_per_mm2=253.4
export IMPL_p_seq_frac=0
export IMPL_peakVddDrop_v=0.00007292
export IMPL_nClkBuffers=0
export IMPL_synthesis_area_um2=346.6
export IMPL_layout_cells_non_filler=154
export IMPL_fp_dieW_um=80
export IMPL_p_int_uw=132.3
export IMPL_antenna_found_initial=0
export IMPL_finalMaxSlewViolations=0
export IMPL_clockPowerShare=0
export IMPL_hpwl_um=1759
export IMPL_track_usage=0.05865
export IMPL_layout_cells_most_common="buf_2"
export IMPL_crit_required_ps=1040
export IMPL_ys_warn_count=4
export IMPL_antenna_cells=0
export IMPL_wl_per_cell_um=12.53
export IMPL_viasPerCell=3.545
export IMPL_maxCapViolCount=0
export IMPL_fp_dieH_um=80
export IMPL_vias=546
export IMPL_chip_area_mm2=0.006400
export IMPL_fill_cells=399
export IMPL_max_freq_ghz=0.6793
export IMPL_syn_avg_cell_area_um2=8.060
export IMPL_timing_setup_tns_ps=-172.1
export IMPL_slew_headroom=0.8084
export IMPL_yosysChipArea_um2=346.6
export IMPL_violations="negative setup slack"
export IMPL_power_frac_comb=1.000
export IMPL_warnings=34
export IMPL_setup_viol=1
export IMPL_wirelength_um=1930
export IMPL_drive_gt1_frac=0.4630
export IMPL_start_kind="input port"
export IMPL_grt_ovfl_total=0
export IMPL_logic_area_um2=365.4
export IMPL_end_kind="output port"
export IMPL_hp_class="input port to output port"
export IMPL_p_switching_uw=82.35
export IMPL_flops=0
export IMPL_coreArea_mm2=0.003416
export IMPL_yosys_cell_types_count=4
export IMPL_final_antenna_net_count=0
export IMPL_grt_max_degree=2
export IMPL_postSynthSeqShare=0
export IMPL_hold_violations=0
export IMPL_p_leak_nw=0.4184
export IMPL_lay_top_cells="buf_2, xor2_1, clkdlybuf4s15_1"
export IMPL_placed_cells=154
export IMPL_fp_util=0.1015
export IMPL_outcome="finished with violations"
synth_stat cells:
cell / number / share of area
nor4_1: 8 / 0.14
xor2_1: 32 / 0.81
nor2_1: 1 / 0.011
nand4_1: 2 / 0.036
metrics by stage:
stage,utilization,instance area [µm²],worst slack [ps],total power [mW],hold WS (ps)
finish,0.2480,847.1,-172.1,0.2146,1013
global route,0.2480,847.1,-217.8,0.2392,1057
CTS,0.2509,857.1,-165.1,0.2171,1046
detailed placement,0.3088,1055,-952.9,0.2889,1669
global placement,0.3088,1055,-973.3,0.2857,1671
floorplan,-,346.6,210.9,0.06965,754.2
layout make-up:
| type | instances | share of cell area |
|---|---|---|
| repair buffers | 65 | 0.5007 |
| well taps | 46 | 0.06795 |
| multi-input cells | 43 | 0.4313 |
cell families (layout without fill, tap and decap cells):
group / Yosys count / in the layout / share of synthesized area
xor gates and xnor gates: 32 / 32 / 0.8087
buffers and inverters: 0 / 65 / 0
and+or+nand+nor: 11 / 11 / 0.1913
power groups by stage:
| stage | registers, mW | clock network, mW | logic, mW |
|---|---|---|---|
| global route | 0 | 0 | 0.239 |
| CTS | 0 | 0 | 0.217 |
| finish | 0 | 0 | 0.215 |
critical path, cell delays in order:
cell	delay, ps
buf_6	90
xor2_1	150
nor4_2	330
nand4_1	160
nor2_1	110
buf_2	100
layer usage:
layer / wire length [µm] / vias to the layer above / global-route usage
met2: 554 / 62 / 0.08026
met4: 0 / 0 / 0
li1: - / 279 / -
met3: 403 / 0 / 0.03750
met5: 0 / - / 0
met1: 971 / 205 / 0.07976
worst paths after layout:
| path | from | end | slack, ps | cells after the start |
|---|---|---|---|---|
| setup / recovery | a[13] | out | -170 | 6 |
| hold / removal | a[17] | out | 1010 | 6 |
repair_timing:
action | 4_1_cts | 5_1_grt
setup buffers | 0 | 0
gates resized | 184 | 8
setup endpoints to repair | 1 | 1
pin swaps | 42 | 5
gates cloned | 0 | 0
hold buffers | 0 | 0
No activity file was given, so power comes from the tool's default toggle rates.
