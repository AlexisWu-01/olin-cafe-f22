## /design/flow/config.mk

```make
export PLATFORM = sky130hd
export DESIGN_NAME = comparator_lt
export DESIGN_NICKNAME = comparator_lt
export VERILOG_FILES = /design/flow/design.v
export SDC_FILE = /design/flow/constraint.sdc
export NUM_CORES = 4
export LEC_CHECK = 1
export CORE_AREA = 10 10 75 75
export DIE_AREA = 0 0 85 85
```

## /design/flow/constraint.sdc

```tcl
current_design comparator_lt

set clk_period 16.6
set clk_io_pct 0.2

create_clock -name clk0 -period $clk_period

set non_clock_inputs [all_inputs -no_clocks]
set_input_delay [expr $clk_period * $clk_io_pct] -clock clk0 $non_clock_inputs
set_output_delay [expr $clk_period * $clk_io_pct] -clock clk0 [all_outputs]
```

## /design/flow/design.v

```verilog
`timescale 1ns/1ps
`default_nettype none
module adder_1(a, b, c_in, sum, c_out);
input wire a, b, c_in;
output logic sum, c_out;
always_comb begin
  if (a & b & c_in) begin
    sum = a & b & c_in;
    c_out = sum;
end else begin
	sum = (~a & ~b & c_in) | (~a & b & ~c_in) | (a & ~ b & ~c_in);
  c_out = ~sum;
end
end
endmodule
`timescale 1ns/1ps
`default_nettype none
module adder_n(a, b, c_in, sum, c_out);
parameter N = 32;
input  wire [N-1:0] a, b;
input wire c_in;
output logic [N-1:0] sum;
output wire c_out;
wire [N:0] carries;
assign carries[0] = c_in;
assign c_out = carries[N];
generate
  genvar i;
  for(i = 0; i < N; i++) begin : ripple_carry
    adder_1 ADDER (
      .a(a[i]),
      .b(b[i]),
      .c_in(carries[i]),
      .sum(sum[i]),
      .c_out(carries[i+1])
    );
  end
endgenerate
endmodule
module comparator_lt(a, b, out);
parameter N = 32;
input wire signed [N-1:0] a, b;
output logic out;
wire [N-1:0] sum;
wire c_out;
logic overflow;
always_comb overflow = a[N-1] ^ b[N-1];
logic [N-1:0] b_bar;
always_comb b_bar = ~b;
adder_n #(.N(N)) add(
    .a(a),
    .b(b_bar),
    .c_in(1'b1),
    .sum(sum),
    .c_out(c_out)
);
always_comb out = (~overflow & sum[N-1]) | ( overflow & (~(~a[N-1] & b[N-1]) | (a[N-1] & ~b[N-1])) );
endmodule
```

## /design/flow/run.sh

```bash
#!/bin/bash
# OpenROAD 26Q1-2900-gdf79404cd8, Yosys 0.63+post, stock flow scripts
make -C /OpenROAD-flow-scripts/flow DESIGN_CONFIG=/design/flow/config.mk WORK_HOME=/design/flow/orfs finish
```

==> COMMIT_EDITMSG <==
Refresh implementation metrics

* Run status: finished clean
- Detail-routed net length per standard cell: 11.7 microns
* Relative slew margins: 0.647
- Die Area: about 7200 sq um
* Pin slew with the least headroom to its limit: about 530 ps
- Per the final timing report, the hold violations number 0.
* Number of diodes added for antenna fixing: 0
- Via density: ~5.4
- Number of distinct library cells after synthesis: 61
- The synthesized netlist handed to floorplanning was reported with a cell count of around 210.
- The final report gives the standard cell area, fillers excluded, as 2150 sq um.
- The final layout reports a setup TNS of 0 ps.
- Initial antenna violation count: 0
- Per the summary, power density relative to cell area is 27.7 nW/um^2.
* Final WL: 3.80 mm
* Total placed instance area: approximately 2100 sq um
- Entering global routing, the biggest net connects 12 pins.
* Vias: 1748
- Post-layout power: 0.0598 mW
* Static power due to leakage: 0.799 nW
- Setup repair after global routing left no endpoint under its margin.
- The data arrival time reported for the critical path is roughly 13000 ps.
* Reported net switching power: ~0.027 mW
- Worst ir drop on vdd: around 0.013 mV
- Of the synthesized area, sequential elements account for 0.
- Clkbuf count: 0
* Final sequential cell count: 0
- Per the post-route antenna check, the number of violating nets is 0.
- Among cell families on the critical path, the largest total delay comes from AND-OR/OR-AND gates.
- Synth area leaders: sky130_fd_sc_hd__xor2_1 (5.5%), sky130_fd_sc_hd__nand2_1 (5.2%), sky130_fd_sc_hd__nor2_1 (5.2%)
* Total global-route track usage: 0.0952
* Routability cong.: roughly 0.84
* Endpoint kind of the worst setup timing path: primary output
* Port Buf Inserts: 65
- The switching portion of total power comes to 0.455.
- Final critical-path required period: ~16000 ps
* Clock Power Share: 0
- Synth-to-Final Area Change: 50.3%
- Worst path max stage delay: 550 ps
- Largest fanout on the critical path: 11
- Count of synthesis-stage warnings from yosys: 2
* Synthesized cell area: between 1000 and 1500 sq um
* Count of final setup violators: 0
- Warnings raised by the tools during the run amount to 33.
- DPL Wire Length: 3.35 mm
* Final-report max-slew violation count: 0
* Max frequency: approximately 0.063 GHz
- FF/Latch Area: 0 sq um
- Required arrival time at the worst endpoint: about 13000 ps
* Cell taking the most area after synthesis: sky130_fd_sc_hd__xor2_1
* Combinational fraction of design power: 1.000
* Core Region: a little over 4000 sq um
- According to the floorplan report, the die height is approximately 85 microns.
* Cell-internal power: 0.0325 mW
- Total cells reported by yosys after synthesis: about 210
* Overflow left after global routing: 0
- Counting stages on the worst path, the most repeated cell is sky130_fd_sc_hd__mux2i_1.
- The share of total power dissipated in sequential elements is 0.
* First DRT Iteration DRCs: ~65
* Number of global-route vias before repair: 1506
- Site row count: 23
- The floorplan step set the die width to around 85 microns.
- The commonest cells after synthesis are sky130_fd_sc_hd__nand2_1 (20), sky130_fd_sc_hd__nor2_1 (20), sky130_fd_sc_hd__inv_1 (15), sky130_fd_sc_hd__nand3_1 (12), sky130_fd_sc_hd__nor3_1 (11).
* Number of hold-repair buffers added at the cts stage: 0
* Hold Crit Class: in -> out
- TritonRoute reported its final design rule violation total as 0.
- Share of the clock period used by the worst path: 0.957
- Hold wc startpoint: b[31]
* Largest type area fraction: 0.0550
- Master of the slowest instance on the critical path: sky130_fd_sc_hd__or4_1
- Type of element launching the critical path: input port
- The worst setup path is of the in -> out kind.
* Ratio of cells with drive above 1 in the final layout: 0.0691
* Number of optimization iterations in the first detailed-route pass: 4
* Hold worst-path end: out
- Worst Path Buf+Inv: 3
* Syn avg cell area: around 6.8 sq um
* Number of violations of the max-capacitance limit: 0
- Core utilization before placement: 0.353
- roughly 65 I/O pins were placed.
- The first global-routing pass estimated around 6.3 mm of wire.
- Yosys synthesis chip area: ~1400 sq um
- Hold Path Stages: 4
- Fill cells in the final layout number roughly 410.
==> per-stage QoR <==
| step | worst slack [ps] | std cells | util | hold WS (ps) |
|---|---|---|---|---|
| after CTS | 642 | 325 | 0.528 | 7760 |
| after global routing | 22.4 | 325 | 0.531 | 7790 |
| after global placement | 793 | 325 | 0.528 | 7750 |
| after detailed placement | 699 | 325 | 0.528 | 7750 |
| after floorplan | 2140 | 211 | - | 6750 |
| final | 707 | 325 | 0.531 | 7740 |
==> layout by cell type, fill, tap and decap left out, drive strengths merged, types with 5 or more instances in the layout <==
cell,synthesis,routed
inv,15,15
nand2b,6,6
nor3,11,11
o21ai,5,5
clkdlybuf4s50,0,65
o311ai,5,5
nand3,12,12
a21oi,6,6
nor2b,5,5
o211ai,6,6
nor2,20,20
and2b,5,5
xor2,9,9
nand2,20,20
xnor2,8,8
o2111ai,5,5
==> worst max path at each step <==
stage                 from  end  cells past startpoint
final                 b[0]  out                     36
after global routing  b[0]  out                     36
after CTS             b[0]  out                     36
==> metal layers <==
| metal | share of wire | track usage | vias up |
|---|---|---|---|
| met5 | 0 | 0 | - |
| met3 | 0.050 | 0.0154 | 0 |
| met1 | 0.47 | 0.129 | 758 |
| met4 | 0 | 0 | 0 |
| li1 | - | - | 952 |
| met2 | 0.48 | 0.163 | 38 |
==> final cells by class <==
class                           instances  area [sq um]  share of cell area
Multi-Input combinational cell        193          1370               0.636
Timing Repair Buffer                   67           666               0.309
Tap cell                               50          62.6              0.0290
Inverter                               15          56.3              0.0261
==> logic make-up after synthesis <==
| logic type | count (synthesis) | share of synthesized area |
|---|---|---|
| buffers and inverters | 18 | 0.0532 |
| adders and majority gates | 1 | 0.0140 |
| AOI/OAI and AO/OA | 60 | 0.374 |
| xor gates and xnor gates | 17 | 0.104 |
| and+or+nand+nor | 111 | 0.424 |
| muxes | 4 | 0.0305 |
==> timing repair <==
item	4_1_cts	5_1_grt
hold endpoints to repair	0	0
endpoints found under the setup margin	0	1
buffers inserted	0	0
resized	0	2
==> power by group through the flow <==
stage | combinational, mW | clock (mW) | sequential (mW)
5_1_grt | 0.0661 | 0 | 0
4_1_cts | 0.0594 | 0 | 0
6_report | 0.0598 | 0 | 0
Power is estimated from default activity; no workload was simulated.
